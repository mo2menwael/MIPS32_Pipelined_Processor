==> /design/flow/run.sh <==
#!/bin/bash
# OpenROAD 26Q1-2900-gdf79404cd8, Yosys 0.63+post, stock flow scripts
make -C /OpenROAD-flow-scripts/flow DESIGN_CONFIG=/design/flow/config.mk WORK_HOME=/design/flow/orfs finish
==> /design/flow/constraint.sdc <==
current_design ALU

set clk_period 14.7
set clk_io_pct 0.2

create_clock -name clk0 -period $clk_period

set non_clock_inputs [all_inputs -no_clocks]
set_input_delay [expr $clk_period * $clk_io_pct] -clock clk0 $non_clock_inputs
set_output_delay [expr $clk_period * $clk_io_pct] -clock clk0 [all_outputs]
==> /design/flow/design.v <==
module ALU (
    input wire [31:0] SrcA,
    input wire [31:0] SrcB,
    input wire [3:0] alu_op,
    input wire [4:0] shamt,
    input wire unsigned_instr,
    output reg [31:0] alu_result,
    output wire overflow
);
always@(*) begin
    case (alu_op)
        4'b0000: alu_result = SrcB << shamt;                     
        4'b0001: alu_result = SrcB >> shamt;                     
        4'b0010: alu_result = $signed(SrcB) >>> shamt;           
        4'b0011: alu_result = SrcB << SrcA[4:0];                 
        4'b0100: alu_result = SrcB >> SrcA[4:0];                 
        4'b0101: alu_result = $signed(SrcB) >>> SrcA[4:0];       
        4'b0110: alu_result = SrcA + SrcB;                       
        4'b0111: alu_result = SrcA - SrcB;                       
        4'b1000: alu_result = SrcA & SrcB;                       
        4'b1001: alu_result = SrcA | SrcB;                       
        4'b1010: alu_result = SrcA ^ SrcB;                       
        4'b1011: alu_result = ~(SrcA | SrcB);                    
        4'b1100: alu_result = (unsigned_instr) ? SrcA < SrcB : $signed(SrcA) < $signed(SrcB);    
        4'b1101: alu_result = $signed(SrcA) * $signed(SrcB);     
        4'b1110: alu_result = SrcA;                              
        default: alu_result = SrcB;                              
    endcase
end
assign overflow = (alu_op == 4'b0110 && !unsigned_instr) ? ((SrcA[31] == SrcB[31]) && (alu_result[31] != SrcA[31])) :
                  (alu_op == 4'b0111 && !unsigned_instr) ? ((SrcA[31] != SrcB[31]) && (alu_result[31] != SrcA[31])) :
                  1'b0;
endmodule
==> /design/flow/config.mk <==
export PLATFORM = sky130hd
export DESIGN_NAME = ALU
export DESIGN_NICKNAME = ALU
export VERILOG_FILES = /design/flow/design.v
export SDC_FILE = /design/flow/constraint.sdc
export NUM_CORES = 4
export LEC_CHECK = 1
export CORE_UTILIZATION = 30
==> summary.txt <==
Notes on the physical implementation.

- The total wire length is 134,000 µm, for reference.
- Summed over all layers, the global routing overflow is 0.
- The net switching share of the total power is 62.0%, for reference.
- The script extracted a net switching power of 8.40 mW.
- For the pin with the worst max-slew slack, the measured transition is 1.07 ns.
- According to the Yosys statistics, the synthesized design has a chip area of 26,500 µm².
- The post-route netlist has 10.1% of its cells at a drive strength greater than 1.
- In the setup report, the worst path falls into the class in -> out.
- The type recorded for the worst min-delay path is in -> out.
- The yosys warning tally is 1, for reference.
- The area taken by sequential standard cells is reported as 0 µm².
- Counting distinct cell types in the post-synthesis netlist gives 83.
- The hold-critical path depth is 4, for reference.
- The core region is 87,000 µm².
- The wire length on met1 is 52,800 µm, for reference.
- Port buffering added 107 buffers.
- In this run the static leakage power is 14.0 nW.
- The remaining max-slew budget at the tightest pin is 28.8%, for reference.
- The die footprint is 89,400 µm², for reference.
- The script computed a power per unit cell area of 448 nW/µm².
- The origin of the worst min-delay path is alu_op[0], for reference.
- The max-slew violation total from the final report is 0, for reference.
- OpenROAD reports that the post-layout worst path occupies 98.3% of the period.
- The synthesized netlist occupies a cell area of 26,500 µm².
- For this sky-water flow run, the detailed-routed wirelength per cell is reported as 28.8 µm.
- The via total after detailed routing is 26,400, for reference.
- The number of maximum-capacitance violations is 0, for reference.
- The maximum fanout along the worst path is 5, for reference.
- Leaving out fill and tap cells, the most frequent cells in the layout are sky130_fd_sc_hd__inv_1, sky130_fd_sc_hd__nor2_1, sky130_fd_sc_hd__fa_1.
- For this run, the register share of the synthesized area comes to 0%.
- The instance tally after logic synthesis is 3,401, for reference.
- The met2 wirelength from detailed routing is 54,400 µm, for reference.
- The detailed router reports a met3 wire length of 20,000 µm.
- In this run the top signal layer used is met5.
- The cell area after placement is 30,100 µm², for reference.
- The internal power summed over all cells is 5.15 mW, for reference.
- In this build the clock could be raised as far as 69.2 MHz.
- The critical path launch point type is a primary input, for reference.
- The wire length of the first global-routing pass is 193,000 µm, for reference.
- The run finished with clean final reports.
- The total of endpoints with negative setup slack in the final report is 0, for reference.
- The worst setup path is captured at an output port.
- The stage logs contain a warning count of 97.
- The height of the chip is 299 µm, for reference.
- The floorplan step set the die width to 299 µm.
- The first TritonRoute pass finished after 6 iterations.
- The number of global-route vias before repair was 26,600.
- The final core area utilization is 34.8%, for reference.
- The number of antenna violations at the first check in global routing is 6.
- The number of cells reported by Yosys stat comes to 3,401.
- The post-cts hold-fix buffer tally is 0, for reference.
- Averaged over all synthesized cells, the footprint is 7.78 µm².
- Per the detail_route report, DRC violations left total 0.
- The count of placed standard cells in the final layout, fillers left out is 4,667, for reference.
- The worst path needs 14.46 ns of the cycle, external delays included.
- The floorplan row count is 108, for reference.
- The final weighted congestion of routability-driven global placement is 1.10, for reference.
- Once detailed placement completed, the half-perimeter wirelength came to 109,000 µm.
- The fraction of the core area occupied by cells at floorplan is 30.4%, for reference.
- The violation tally recorded at the end of detailed-routing iteration 0 is 2,467.
- After detailed routing, the number of vias per cell comes to 5.66.
- The clock buffers instantiated in the layout total 0.
- The area growth from synthesis to layout is 14.4%, for reference.
- The required time at the worst-slack endpoint is 11.76 ns, for reference.
- The total global routing track utilization is 31.2%, for reference.
- The post-placement cell count is 4,654, for reference.
- The count of antenna-violating nets left after detailed routing is 0, for reference.
- Entering global routing, the biggest net connects 46 pins.
- The highest supply drop recorded on VDD is 0.000776 V.
- The final instance area is 30,300 µm², for reference.
- The endpoint with the worst hold slack is overflow, for reference.
- The final hold violation count recorded for this run is 0.
- The flip-flop and latch count is 0, for reference.
- In this run the count of I/O pins placed on the die edge is 107.
- Setup repair after global routing could not meet its margin everywhere.
- The most used logic cell in the final layout is sky130_fd_sc_hd__inv_1, for reference.
- The data arrival time of the critical path is 11.52 ns, for reference.
[cell type report]
| type | instances | area [µm²] |
|---|---|---|
| Antenna cell | 3 | 7.51 |
| Fill cell | 9161 | 56800 |
| Inverter | 513 | 1960 |
| Multi-Input combinational cell | 2646 | 23800 |
| Tap cell | 1155 | 1450 |
| Timing Repair Buffer | 349 | 3080 |
| Timing Repair inverter | 1 | 7.51 |
[critical path: stages]
cell and delay (ns):
sky130_fd_sc_hd__clkdlybuf4s50_1 0.57, sky130_fd_sc_hd__inv_1 0.49, sky130_fd_sc_hd__nor2_2 0.18, sky130_fd_sc_hd__fa_1 0.64, sky130_fd_sc_hd__inv_1 0.07, sky130_fd_sc_hd__fa_1 0.48
sky130_fd_sc_hd__inv_1 0.05, sky130_fd_sc_hd__fa_1 0.49, sky130_fd_sc_hd__inv_1 0.06, sky130_fd_sc_hd__fa_1 0.57, sky130_fd_sc_hd__fa_1 0.45, sky130_fd_sc_hd__fa_1 0.57
sky130_fd_sc_hd__fa_1 0.43, sky130_fd_sc_hd__fa_1 0.43, sky130_fd_sc_hd__xor2_1 0.17, sky130_fd_sc_hd__xnor2_1 0.19, sky130_fd_sc_hd__xnor2_1 0.15, sky130_fd_sc_hd__xnor2_1 0.10
sky130_fd_sc_hd__xnor2_1 0.23, sky130_fd_sc_hd__xnor3_1 0.47, sky130_fd_sc_hd__nor3_1 0.22, sky130_fd_sc_hd__o21ai_1 0.20, sky130_fd_sc_hd__buf_4 0.23, sky130_fd_sc_hd__buf_4 0.12
sky130_fd_sc_hd__a21o_1 0.15, sky130_fd_sc_hd__a2111oi_2 0.34, sky130_fd_sc_hd__clkdlybuf4s50_1 0.51
[synth_stat cells (all sizes together) (31+ instances only)]
library cell / n / area [µm²]
inv: 500 / 1880
nor2: 460 / 1730
fa: 410 / 8210
nand2: 377 / 1420
ha: 246 / 3080
clkbuf: 187 / 702
a21oi: 162 / 811
mux2i: 152 / 1550
o21ai: 143 / 716
xnor2: 84 / 736
buf: 55 / 245
mux4: 53 / 1200
nand3: 51 / 255
a211oi: 36 / 270
nor3: 31 / 155
o211ai: 31 / 233
[worst max path at each step]
| stage | slack, ns | depth (start not counted) | to | startpoint |
|---|---|---|---|---|
| CTS | 0.05 | 27 | overflow | SrcA[13] |
| global route | -0.004 | 27 | overflow | SrcA[17] |
| finish | 0.24 | 27 | overflow | SrcA[28] |
[cells by family after synthesis]
family / share of synthesized area [%]
and+or+nand+nor: 16.2
muxes: 10.7
xor gates and xnor gates: 3.66
adders and majority gates: 42.6
buffers and inverters: 10.9
AOI/OAI and AO/OA: 16.0
[power by group through the flow]
stage	clock, mW	combinational (mW)	sequential (mW)
CTS	0	12.8	0
global route	0	14.6	0
[through the flow]
step	hold WS (ns)	total power [mW]	setup TNS, ns	setup slack, ns
floorplan	5.89	6.75	0	1.71
global placement	6.77	12.8	-0.0770	-0.0770
detailed placement	6.77	12.7	-0.0763	-0.0763
CTS	6.77	12.8	0	0.0463
global route	6.84	14.6	-0.00372	-0.00372
finish	6.79	13.5	0	0.243
[repair_timing]
action                                 in CTS  in global routing
resized                                     1                 22
setup endpoints to repair                   1                  3
setup buffers                               0                  9
pin swaps                                   0                  1
endpoints found under the hold margin       0                  0
gates cloned                                0                  1
[layer usage]
layer | track usage, % | up-vias
met5 | 0.0529 | -
li1 | - | 11500
met4 | 11.3 | 12
met3 | 16.2 | 355
met2 | 43.0 | 1608
met1 | 42.3 | 13000
No activity file was given, so power comes from the tool's default toggle rates.
